--- flow/config.mk ---
export PLATFORM = sky130hd
export DESIGN_NAME = async_fifo
export DESIGN_NICKNAME = async_fifo
export VERILOG_FILES = /design/flow/design.v
export SDC_FILE = /design/flow/constraint.sdc
export NUM_CORES = 4
export LEC_CHECK = 1
export CORE_UTILIZATION = 50
--- flow/constraint.sdc ---
current_design async_fifo

set clk_period 13.1
set clk_io_pct 0.2

create_clock -name clk0 -period $clk_period [get_ports {r_clk}]
create_clock -name clk1 -period $clk_period [get_ports {w_clk}]

set non_clock_inputs [all_inputs -no_clocks]
set_input_delay [expr $clk_period * $clk_io_pct] -clock clk0 $non_clock_inputs
set_output_delay [expr $clk_period * $clk_io_pct] -clock clk0 [all_outputs]
--- flow/design.v ---
`timescale 1ns / 1ps
module async_fifo(
    input               w_clk,
    input               r_clk,
    input               w_rst_n,
    input               r_rst_n,
    input               w_enable,
    input               r_enable,
    input        [23:0] w_data,
    output logic [23:0] r_data,
    output              empty,
    output              full        
);
logic [0:7][23:0]   fifo_mem;  
logic [3:0]         w_pointer;
logic [2:0]         w_addr;
logic [3:0]         r_pointer;
logic [2:0]         r_addr;
logic [3:0]         r_pointer1_sync, r_pointer2_sync;
logic [3:0]         w_pointer1_sync, w_pointer2_sync;
w_pointer write_module(
    .w_clk           (w_clk),
    .w_rst_n         (w_rst_n),
    .w_enable        (w_enable),
    .r_ptr_synced    (r_pointer2_sync), 
    .w_pointer       (w_pointer),
    .w_addr          (w_addr),
    .full            (full)
); 
r_pointer read_module(
    .r_clk           (r_clk),
    .r_rst_n         (r_rst_n),
    .r_enable        (r_enable),
    .w_ptr_synced    (w_pointer2_sync), 
    .r_pointer       (r_pointer),
    .r_addr          (r_addr),
    .empty           (empty)
);
always_ff @ (posedge w_clk) begin    
    if (w_rst_n == 0) begin
        r_pointer1_sync <= 0;
        r_pointer2_sync <= 0;
    end
    else begin
        r_pointer1_sync <= r_pointer;
        r_pointer2_sync <= r_pointer1_sync;
    end
end
always_ff @ (posedge r_clk) begin    
    if (r_rst_n == 0) begin
        w_pointer1_sync <= 0;
        w_pointer2_sync <= 0;
    end
    else begin
        w_pointer1_sync <= w_pointer;
        w_pointer2_sync <= w_pointer1_sync;
    end
end
always_ff @ (posedge w_clk) begin
    if(w_rst_n == 0) begin
        fifo_mem[0:7]  <= 0;
    end 
    else begin
        if (w_enable == 1 && full != 1) begin
            fifo_mem[w_addr]  <= w_data;
        end
    end
end
always_ff @ (posedge r_clk) begin
    if(r_rst_n == 0) begin
        r_data  <= 0;
    end 
    else begin
        if (r_enable == 1 && empty != 1) begin
            r_data  <= fifo_mem[r_addr];
        end
    end
end
endmodule
`timescale 1ns / 1ps
module r_pointer(
    input               r_clk,
    input               r_rst_n,
    input               r_enable,
    input        [3:0]  w_ptr_synced,  
    output logic [3:0]  r_pointer,     
    output       [2:0]  r_addr,        
    output logic        empty
);
logic [3:0] read_binary;
logic [3:0] read_grey;
logic       read_empty; 
assign read_grey  = read_binary>>1 ^ read_binary;
assign read_empty = (read_grey == w_ptr_synced); 
assign r_addr     = read_binary[2:0];
always_ff @ (posedge r_clk) begin
    if (r_rst_n == 0) begin
        read_binary    <= 0;
    end 
    else begin
        if(r_enable && !read_empty) begin
           read_binary <= (read_binary == 15)? 0:read_binary + 1; 
        end
    end
end 
always_ff @ (posedge r_clk) begin
    if (r_rst_n == 0) begin
        r_pointer  <= 0;
    end
    else begin
        r_pointer  <= read_grey;
    end 
end
always_ff @ (posedge r_clk) begin
    empty    <= read_empty;
end
endmodule
`timescale 1ns / 1ps
module w_pointer(
    input               w_clk,
    input               w_rst_n,
    input               w_enable,
    input        [3:0]  r_ptr_synced,  
    output logic [3:0]  w_pointer,     
    output       [2:0]  w_addr,        
    output logic        full
    );
logic [3:0] write_binary;
logic [3:0] write_grey;
logic       write_full;
assign write_full   = (write_grey[3] != r_ptr_synced[3]) && (write_grey[2] != r_ptr_synced[2]) && (write_grey[1:0] != r_ptr_synced[1:0]);
assign w_addr       = write_binary[2:0];
assign write_grey   = write_binary>>1 ^ write_binary;
always_ff @ (posedge w_clk) begin
    if (w_rst_n == 0) begin
        write_binary    <= 0;
    end 
    else begin
        if(w_enable && !write_full) begin
           write_binary <= (write_binary == 15)? 0:write_binary + 1; 
        end
    end
end
always_ff @ (posedge w_clk) begin
    if (w_rst_n == 0) begin
        w_pointer  <= 0;
    end
    else begin
        w_pointer  <= write_grey;
    end 
end
always_ff @ (posedge w_clk) begin
    full    <= write_full;
end
endmodule
--- flow/run.sh ---
#!/bin/bash
# OpenROAD 26Q1-2900-gdf79404cd8, Yosys 0.63+post, stock flow scripts
make -C /OpenROAD-flow-scripts/flow DESIGN_CONFIG=/design/flow/config.mk WORK_HOME=/design/flow/orfs finish
==> CHANGELOG.md <==
### Changed

- Fillers: 2529
- Row count: 64
- Number of global-route vias before repair: 12700
- Avg Inst Size Synth: 10.2 µm²
- CTS tree: yes
- Die Ht: 178 µm
- Final Setup Violations: 0
- #FFs+latches synth: 250
- Tot GR Track Use: 37.5%
- Crit path max-delay cell type: nor2_1
- Setup crit start kind: flop
- Area post-placement: 0.0164 mm²
- Yosys chip area: 0.0155 mm²
- Layout Skew: 0.0347 ns
- Clock Sink Count: 250
- Setup slack, reg-to-reg: 7.66 ns
- Drt drc: 0
- GRT overflow: 0
- Layout cells sized above 1: 19.3%
- Hold buffer count at cts: 0
- Synth warn: 3
- Setup WS pre-CTS: 7.58 ns
- Max-slew violation count: 0
- FP Core Util: 50.8%
- Rel. slew slack: 31.2%
- Lkg Pwr: 0.00575 µW
- First-pass GRT wire length: 82.7 mm
- PD cells: 118 mW/mm²
- N_diodes: 0
- WL final: 55.3 mm
- RSZ-0062 raised after global routing: no
- Post-route design area: 0.0174 mm²
- Area growth, synth to finish: 12.3%
- Initial antenna violation count: 0
- Setup_tns: 0 ns
- Core area: 0.0305 mm²
- Dominant flop cell: dfxtp_1
- Die width: 178 µm
- Sequence of cells on the critical path: clkinv_1, ha_2, inv_1, fa_1, xnor2_1, and3_1, ha_1, inv_2, nand2_1, nor2_1, a21o_1, a32o_1
- Die area: 0.0317 mm²
- CP top delay family: simple AND/OR/NAND/NOR gates
- Crit path DAT: 5.90 ns
- Crit path DRT: 13.56 ns
- Final hold violation count: 0
- Netlist cell types: 76
- FF-to-FF End: fifo_mem[145]$_SDFFE_PN0P_
- Routed vias/inst: 6.90
- R2R cell count: 12
- Top Ports: 56
- Ys cells: 1523
- OpenROAD warning count: 33
- GPL Wtd Cong: 1.01
- CP max stage delay: 0.74 ns
- VDD IR max: 97.8 µV
- Worst min-delay path startpoint: read_module.r_pointer[3]$_SDFF_PN0_
- Logic area: 0.00967 mm²
- Synth Seq Share: 32.3%
- Worst-margin pin slew: 1.03 ns
- Port-buffer cells: 54
- Max-cap violations: 0
- Initial drt markers: 1397
- WP buf/inv: 3
- Worst-path clk slew: 0.07 ns
- Post-CTS Setup Bufs: 0
- EDFF count, synth: 0
- Reg2Reg Launch Point: write_module.write_binary[0]$_SDFFE_PN0P_
- Total number of vias: 13400
- Cell Area, Synth: 0.0155 mm²
- Max FO, Critical Path: 41
- WHS Path Cells: 1
- Routed WL per cell: 28.4 µm
- First-pass iteration count of the detailed router: 5
- Hold Crit Class: flop to flop
- FFs w/ async S/R, synth: 0%
- Mapped Cells: 1523
- Post-DP HPWL: 40.3 mm
- Hold endpoint: r_pointer1_sync[3]$_SDFF_PN0_
- Setup Crit Path Kind: flop to flop
- Register Area: 0.00501 mm²
- Post-CTS resize count: 0
- Worst Setup End Kind: flop
- Final worst slack: 7.66 ns
- Routed Antenna Nets: 0
- Largest net degree at the start of global routing: 66
- Status: finished, final reports clean
metrics by stage:
stage	util, %	hold slack [ns]	instances	power, µW
6_report	57.1	0.201	1947	2050
3_5_place_dp	53.8	0.414	1895	1200
5_1_grt	57.1	0.240	1947	2110
3_3_place_gp	53.8	0.415	1895	1200
2_1_floorplan	-	0.406	1523	1060
4_1_cts	57.1	0.200	1947	2040
cells in the final DEF (no fill, tap or decap), types with 5 or more instances in the layout:
cell type and instances:
o21ai_0 42, ha_1 12, xor2_1 9, a2111oi_2 16
and2_1 30, and3_1 9, a2bb2oi_1 8, clkinv_2 7
nor3b_1 15, a211o_1 5, mux4_2 136, and4_1 5
nor3_1 15, o32ai_1 8, a21oi_1 95, a22oi_1 34
a21o_1 10, o31ai_1 50, a211oi_1 12, buf_4 59
o22ai_1 33, inv_1 61, nand2b_1 5, a221oi_1 8
o2bb2ai_1 18, nor2b_1 32, a22o_1 50, mux2_2 10
nor2_1 58, nand2_1 83, clkdlybuf4s50_1 54, dfxtp_1 248
nand3_1 76, clkbuf_16 30, mux2i_1 82, a32o_1 7
nor4_1 10, o221ai_1 22
report_power, final:
group	internal (µW)	total [µW]	switching (µW)
combinational	142	382	240
clock	506	856	349
sequential	781	809	28.1
worst max path at each step:
stage	startpoint	endpoint	slack, ns	cells after the start
global route	write_module.write_binary[0]$_SDFFE_PN0P_	fifo_mem[145]$_SDFFE_PN0P_	7.53	12
finish	write_module.write_binary[0]$_SDFFE_PN0P_	fifo_mem[145]$_SDFFE_PN0P_	7.66	12
CTS	write_module.write_binary[0]$_SDFFE_PN0P_	fifo_mem[145]$_SDFFE_PN0P_	7.84	12
cell families after synthesis:
kind of cell,count (synthesis),share of synthesized area (%)
xor+xnor,17,1.18
compound gates,455,22.1
mux,228,25.8
flops,250,32.3
buf+inv,202,5.60
simple gates,355,11.6
fa+ha+maj,16,1.39
area by class of cell:
type	count	share of cell area, %
clock buffer	33	4.43
clock inverter	19	1.31
inverter	65	1.40
multi-input combinational	1071	55.6
sequential	250	28.8
tap	396	2.85
timing repair buffer	113	5.65
cell usage after synthesis, types with 33 or more instances:
cell	instances	area [µm²]
dfxtp_1	250	5000
nand3_1	76	380
buf_2	46	230
o31ai_1	50	375
mux2i_1	82	821
clkbuf_1	62	233
nand2_1	83	312
inv_1	62	233
o22ai_1	33	206
nor2b_1	33	206
a21oi_1	95	475
mux4_2	136	3060
o21ai_0	42	210
nor2_1	58	218
a22o_1	50	438
a22oi_1	35	263
routing by layer:
layer / wire (µm) / global-route usage (%) / share of wire, % / vias up
met4: 1520 / 8.30 / 2.8 / 0
met3: 7250 / 15.7 / 13 / 104
met2: 24200 / 53.5 / 44 / 849
met1: 22400 / 55.3 / 41 / 6514
met5: 0 / 0 / 0 / -
li1: - / - / - / 5976
state kept, by name (all words and copies together), names as in the netlist:
signal,flops
fifo_mem,192
r_data,24
r_pointer1_sync,4
r_pointer2_sync,4
read_module.r_pointer,4
read_module.read_binary,4
w_pointer1_sync,4
w_pointer2_sync,4
write_module.w_pointer,4
write_module.write_binary,4
read_module.empty,1
write_module.full,1
Power and IR drop assume default switching activity.
